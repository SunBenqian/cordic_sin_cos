## ./design.v

```verilog
module cordic_sin_cos(
    input       wire        clk,
    input       wire        rst_n,
    input       wire        clk_vld,
    input       wire        soft_rst,
    input       wire        trig,
    output      reg         vld,
    input       wire  [9:0] a,
    output      reg  signed [12:0]  cosa3_latch,
    output      reg  signed [12:0]  sina3_latch
);
reg                     [3:0]               cnt;
reg                                         vld_pre;
reg                     [8:0]               a2;
reg         signed      [16:0]              tmp1;
reg         signed      [16:0]              tmp2;
reg         signed      [15:0]              ar;
reg                     [13:0]              tt; 
reg         signed      [16:0]              cosa;
reg         signed      [16:0]              sina;
wire        signed      [13:0]              cosa_tmp;
wire        signed      [13:0]              sina_tmp;
wire        signed      [12:0]              cosa2;
wire        signed      [12:0]              sina2;
reg         signed      [12:0]              cosa3;
reg         signed      [12:0]              sina3;
always @ (posedge clk or negedge rst_n)
begin
    if (!rst_n)
        cnt <= 4'd0;
    else if (soft_rst)
        cnt <= 4'd0;
    else if (clk_vld)
        begin
            if (trig)
                cnt <= 4'd1;
            else if ((cnt > 4'd0) & (cnt < 4'd14))
                cnt <= cnt + 4'd1;
            else 
                cnt <= 4'd0;
        end
end
always @ (posedge clk or negedge rst_n)
begin
   if (!rst_n)
        vld_pre <= 1'b0;
    else if (soft_rst)
        vld_pre <= 1'b0;
    else if (clk_vld)
        vld_pre <= (cnt == 4'd14);
end
always @ (posedge clk or negedge rst_n)
begin
    if (!rst_n)
        vld <= 1'b0;
    else if (soft_rst)
        vld <= 1'b0;
    else if (clk_vld)
        vld <= vld_pre;
end
always @ (posedge clk or negedge rst_n)
begin
    if (!rst_n)
    begin
        cosa3_latch <= {1'b0,1'b1,11'd0};
        sina3_latch <= 13'd0;
    end
    else if (soft_rst)
    begin
        cosa3_latch <= {1'b0,1'b1,11'd0};
        sina3_latch <= 13'd0;  
    end
    else if (clk_vld & vld_pre)
    begin
        cosa3_latch <= cosa3;
        sina3_latch <= sina3;
    end
end
always @ (*)
begin
    if (a < 10'd256)
        a2 = a;
    else if ((a >= 10'd256) & (a < 10'd512))
        a2 = 11'd512 - a;
    else if ((a >= 10'd512) & (a < 10'd768))
        a2 = a - 11'd512;
    else
        a2 = 11'd1024 - a;
end
always @ (*)
begin
    case (cnt)
            4'd1 : 
            begin
                tmp1 = sina;
                tmp2 = cosa;
            end
            4'd2 :
            begin
                tmp1 = sina >>> 1;
                tmp2 = cosa >>> 1;
            end
            4'd3 :
            begin
                tmp1 = sina >>> 2;
                tmp2 = cosa >>> 2;
            end
            4'd4 :
            begin
                tmp1 = sina >>> 3;
                tmp2 = cosa >>> 3;
            end
            4'd5 :
            begin
                tmp1 = sina >>> 4;
                tmp2 = cosa >>> 4;
            end
            4'd6 :
            begin
                tmp1 = sina >>> 5;
                tmp2 = cosa >>> 5;
            end
            4'd7 :
            begin
                tmp1 = sina >>> 6;
                tmp2 = cosa >>> 6;
            end
            4'd8 :
            begin
                tmp1 = sina >>> 7;
                tmp2 = cosa >>> 7;
            end
            4'd9 :
            begin
                tmp1 = sina >>> 8;
                tmp2 = cosa >>> 8;
            end
            4'd10 :
            begin
                tmp1 = sina >>> 9;
                tmp2 = cosa >>> 9;
            end
            4'd11 :
            begin
                tmp1 = sina >>> 10;
                tmp2 = cosa >>> 10;
            end
            4'd12 :
            begin
                tmp1 = sina >>> 11;
                tmp2 = cosa >>> 11;
            end
            4'd13 :
            begin
                tmp1 = sina >>> 12;
                tmp2 = cosa >>> 12;
            end
            4'd14 :
            begin
                tmp1 = sina >>> 13;
                tmp2 = cosa >>> 13;
            end
            default :
            begin
                tmp1 = 17'd0;
                tmp2 = 17'd0;
            end
    endcase
end
always @ (posedge clk or negedge rst_n)
begin
    if (!rst_n)
        begin
            cosa <= 17'd19898;
            sina <= 17'd0;
        end
    else if (soft_rst)
        begin
            cosa <= 17'd19898;
            sina <= 17'd0;
        end
    else if (clk_vld)
        begin
            if (cnt == 4'd0)
            begin
                cosa <= 17'd19898;
                sina <= 17'd0;
            end
            else 
            begin
                if (ar >= 0)
                begin
                    cosa <= cosa - tmp1;
                    sina <= sina + tmp2;
                end
                else 
                begin
                    cosa <= cosa + tmp1;
                    sina <= sina - tmp2;
                end
            end
        end
end
always @ (posedge clk or negedge rst_n)
begin
    if (!rst_n)
        ar <= 16'd0;
    else if (soft_rst)
        ar <= 16'd0;
    else if (clk_vld)
        begin
            if (cnt == 4'd0)
                ar <= {1'b0,a2,6'd0};
            else 
            begin
                if (ar >= 0)
                    ar <= ar - signed'({1'b0,tt});
                else 
                    ar <= ar + signed'({1'b0,tt});
            end
        end
end
always @ (*)
begin
    case (cnt)
            4'd0 : tt = 14'd0;
            4'd1 : tt = 14'd8192;
            4'd2 : tt = 14'd4836;
            4'd3 : tt = 14'd2555;
            4'd4 : tt = 14'd1297;
            4'd5 : tt = 14'd651;
            4'd6 : tt = 14'd326;
            4'd7 : tt = 14'd163;
            4'd8 : tt = 14'd81;
            4'd9 : tt = 14'd41;
            4'd10 : tt = 14'd20;
            4'd11 : tt = 14'd10;
            4'd12 : tt = 14'd5;
            4'd13 : tt = 14'd3;
            4'd14 : tt = 14'd1;
            default : tt = 14'd0;
    endcase
end 
assign cosa_tmp = (cosa >>> 3) + signed'(14'd1);
assign sina_tmp = (sina >>> 3) + signed'(14'd1);
assign cosa2 = cosa_tmp >>> 1;
assign sina2 = sina_tmp >>> 1;
always @ (*)
begin
    if (a < 10'd256)
        begin
            cosa3 = cosa2;
            sina3 = sina2;
        end
    else if ((a >= 10'd256) & (a < 10'd512))
        begin
            cosa3 = -cosa2;
            sina3 = sina2;
        end
    else if ((a >= 10'd512) & (a < 10'd768))
        begin
            cosa3 = -cosa2;
            sina3 = -sina2;
        end
    else 
        begin
            cosa3 = cosa2;
            sina3 = -sina2;
        end 
end
endmodule 
```

## ./run.sh

```bash
#!/bin/bash
# OpenROAD 26Q1-2900-gdf79404cd8, Yosys 0.63+post, stock flow scripts
make -C /OpenROAD-flow-scripts/flow DESIGN_CONFIG=/design/flow/config.mk WORK_HOME=/design/flow/orfs finish
```

## ./config.mk

```make
export PLATFORM = sky130hd
export DESIGN_NAME = cordic_sin_cos
export DESIGN_NICKNAME = cordic_sin_cos
export VERILOG_FILES = /design/flow/design.v
export SDC_FILE = /design/flow/constraint.sdc
export NUM_CORES = 4
export LEC_CHECK = 1
export CORE_UTILIZATION = 40
```

## ./constraint.sdc

```tcl
current_design cordic_sin_cos

set clk_period 16.2
set clk_io_pct 0.2

create_clock -name clk0 -period $clk_period [get_ports {clk}]

set non_clock_inputs [all_inputs -no_clocks]
set_input_delay [expr $clk_period * $clk_io_pct] -clock clk0 $non_clock_inputs
set_output_delay [expr $clk_period * $clk_io_pct] -clock clk0 [all_outputs]
```

==> flow_summary.toml <==
# physical design summary
[clock_network]
post-cts-setup-buffer-count = 0
cts_sinks = 82
ctsHoldBuffers = 0
cts_resized = 0
cts_tree = "done"
root_buffer = "clkbuf_16"
path_clk_slew_ns = 0.07
max-clock-path-buffers = 2
cts-htree-levels = 3
cts_made_buffers = 9
clkLatencyLatePin_ns = 0.36

[power]
p_clk_frac = 0.381
pwr-share-seq = 0.383
comb_power_share = 0.236
powerDensity_nw_per_um2 = 53.11
p_sw_w = 0.0001800
p_int_w = 0.0003826
p_total_w = 0.0005626
switching_share = 0.3199
cellLeakagePower_nw = 4.242
vdd_drop_max_uv = 33.98

[setup_path]
crit_path_max_incr_delay_ns = 0.67
worstSetupPathType = "reg -> reg"
endpoint_kind = "flip-flop"
critPathSlowestCell = "dfrtp_2"
cp-start-kind = "flip-flop"
required_ns = 16.48
cp_max_fo = 53
cp.arrival_ns = 5.97
critical_path.cell_chain = "buf_4 > nor2b_1 > buf_4 > a22o_1 > a222oi_1 > ha_1 > nand4_1 > nand4bb_1 > o21ai_0 > xor2_1 > ha_1 > nand2_1 > o21bai_1 > a21o_1 > o31ai_1 > a21oi_1 > o22ai_1 > xor3_1 > or3_1 > o21ai_1"

[sta]
final.setup_skew_ns = 0.01037
rsz0062_at_grt = "no"
slew_headroom = 0.4439
fin_crit_sh = 0.3515
setup-tns-final_ns = 0
layout_min_cycle_time_ns = 5.693
hold_slack_ns = 0.4876
worstMarginPinSlew_ns = 0.8265
drv_slew = 0
clock.fmax_ghz = 0.1756
final-setup-viol-count = 0
hold_viol = 0

[place]
place_hpwl_um = 20730
portBuffers = 41
dpl_cell_area_um2 = 10290
place.gp.congestion = 0.9708

[synth]
area_leaders = "dfrtp_1, ha_1, xnor2_1, xor2_1, nand2_1"
syn_area_um2 = 9824
edf_count = 0
postSynth.asyncResetShare = 1.000
yosysMostFrequentCell = "nand2_1"
yosysWarnings = 1
ys.flop_type = "dfrtp_1"
synthTopCellsByCount = "nand2_1, a21oi_1, nor2_1"
synth_flops = 82
synthCells = 1263
avgSynthCellArea_um2 = 7.779
yosysTopAreaCellShare = 0.1834
ys_cells = 1263
synthDominantAreaCellType = "dfrtp_1"
yosys_area_um2 = 9824
ys_seq_frac = 0.2101
yosysUniqueCellTypes = 84

[drt]
final_antenna_net_count = 0
n_antenna_cell = 0
num_vias = 9511
drc_errors = 0
avgViaCountPerCell = 6.109
routed_wl_um = 29320
wire_per_inst_um = 18.83
drt_first_pass_iters = 7
drtIter0Drc = 999

[floorplan]
fp.dieH_um = 158.7
core_util_floorplan = 0.4136
core_um2 = 23750
die_area_um2 = 25190
num_io_pins = 42
dieWidth_um = 158.7
rows = 56

[grt]
grt_pass1_wl_um = 47490
grt_use_total = 0.2380
antenna_found_initial = 0
grt_max_degree = 61
grt_pass1_vias = 8655
grt-ovfl-total = 0

[status]
status = "completed"

[worst_hold_path]
hold_path.class = "reg -> reg"

[final_layout]
final_design_area_no_fill_um2 = 10590
area_delta_synth_final_pct = 7.832
drive_gt1_frac = 0.06947

[run]
warning_count = 31
maxCapViolations = 0
-- critical path: cells and delay by family, from the launching register on --
| family | cells | cell delay [ns] |
|---|---|---|
| DFF | 1 | 0.67 |
| AOI/OAI and AO/OA | 9 | 2.04 |
| xor gates and xnor gates | 2 | 0.47 |
| buffers and inverters | 2 | 0.79 |
| adders and majority gates | 2 | 0.56 |
| and+or+nand+nor | 5 | 1.07 |
-- layout make-up --
type	count	area (um^2)
Multi-Input combinational cell	1041	7118
Fill cell	2344	13160
Tap cell	319	399.1
Clock inverter	7	76.32
Timing Repair Buffer	63	573.1
Sequential cell	82	2067
Inverter	36	135.1
Clock buffer	9	225.2
-- metal layers --
metal,vias up,global-route usage,routed length [um]
met3,104,0.04260,2035
met2,386,0.3682,13050
li1,4587,-,-
met4,0,0.08164,1309
met1,4434,0.3378,12920
met5,-,0,0
-- placed cells by master, fill, tap and decap left out, types with 10 or more instances in the layout --
| cell | netlist | final |
|---|---|---|
| or3_1 | 18 | 18 |
| nand3_1 | 41 | 41 |
| clkdlybuf4s50_1 | 0 | 40 |
| a22oi_1 | 39 | 39 |
| a22o_1 | 32 | 32 |
| xnor2_1 | 67 | 67 |
| and3_1 | 15 | 15 |
| a211oi_1 | 11 | 11 |
| o21ai_0 | 84 | 84 |
| inv_1 | 33 | 33 |
| nand2_1 | 132 | 132 |
| nor2b_1 | 20 | 20 |
| nand2b_1 | 19 | 19 |
| xor2_1 | 57 | 57 |
| o211ai_1 | 10 | 10 |
| dfrtp_1 | 72 | 70 |
| a21oi_1 | 85 | 84 |
| a31oi_1 | 17 | 17 |
| ha_1 | 63 | 63 |
| nor3_1 | 18 | 18 |
| buf_4 | 9 | 23 |
| o22ai_1 | 18 | 18 |
| o31ai_1 | 13 | 13 |
| mux2i_1 | 24 | 24 |
| dfstp_2 | 10 | 10 |
| nor2_1 | 85 | 83 |
-- kinds of logic after synthesis --
family / count (synthesis) / synth area share
AND-OR/OR-AND: 412 / 0.2858
buffers and inverters: 140 / 0.06673
XOR/XNOR: 125 / 0.1130
multiplexers: 33 / 0.03477
adder cells (fa/ha/maj): 66 / 0.08635
AND/OR/NAND/NOR: 405 / 0.2033
flip-flops: 82 / 0.2101
-- registers in the layout, summed over array words and instances (netlist names) --
register and flops:
vld_pre 1, cosa 17, ar 16, sina 17, cnt 4, cosa3_latch 13
sina3_latch 13, vld 1
-- path summary, 6_finish.rpt --
kind | startpoint | to | slack (ns) | cells after the start
worst max-delay path | cnt[3] | sina[16] | 10.51 | 20
worst max register to register | cnt[3] | sina[16] | 10.51 | 20
max in group asynchronous | rst_n | cosa[0] | 12.37 | 2
min in group asynchronous | rst_n | sina[12] | 2.85 | 1
worst min register to register | ar[4] | ar[4] | 0.49 | 2
worst min-delay path | ar[4] | ar[4] | 0.49 | 2
-- power groups by stage --
stage	sequential [W]	clock (W)	combinational (W)
6_report	0.000216	0.000215	0.000133
5_1_grt	0.000216	0.000229	0.000148
4_1_cts	0.000215	0.000221	0.000133
-- stage by stage --
step / setup WS, ns / utilization / instances
3_5_place_dp: 10.45 / 0.4333 / 1541
5_1_grt: 10.10 / 0.4460 / 1557
3_3_place_gp: 10.49 / 0.4333 / 1541
2_1_floorplan: 11.04 / - / 1263
4_1_cts: 10.60 / 0.4460 / 1557
6_report: 10.51 / 0.4460 / 1557
Power is estimated from default activity; no workload was simulated.
